==> flow/design.v <==
module csr_file (
    input logic clk,
    input logic reset_n,
    input  logic [11:0] csr_addr,      
    input  logic [31:0] csr_wdata,
    input  logic        csr_wen,
    input  logic [2:0]  csr_op,    
    output logic [31:0] csr_rdata,
    input  logic timer_int,            
    input  logic [31:0] current_pc,   
    output logic trap_taken,
    output logic [31:0] trap_pc,  
    input  logic        mret_exec,      
    input logic is_ecall_instr, 
    output logic [31:0] mret_pc         
);
    logic [31:0] pc_anti_flush;
    localparam CSR_MSTATUS     = 12'h300;
    localparam CSR_MIE         = 12'h304;
    localparam CSR_MTVEC       = 12'h305;
    localparam CSR_MSCRATCH    = 12'h340;
    localparam CSR_MEPC        = 12'h341;
    localparam CSR_MCAUSE      = 12'h342;
    localparam CSR_MIP         = 12'h344;
    localparam CSR_WRITE = 3'b001;   
    localparam CSR_SET   = 3'b010;   
    localparam CSR_CLEAR = 3'b011;   
    logic [31:0] mstatus;   
    logic [31:0] mie;       
    logic [31:0] mtvec;     
    logic [31:0] mscratch;  
    logic [31:0] mepc;      
    logic [31:0] mcause;    
    logic [31:0] mip;       
    localparam TIMER_INT_CAUSE = 7;
    localparam ECALL_M_CAUSE =11; 
    always_comb begin
        case(csr_addr)
            CSR_MSTATUS:     csr_rdata = mstatus;
            CSR_MIE:         csr_rdata = mie;
            CSR_MTVEC:       csr_rdata = mtvec;
            CSR_MSCRATCH:    csr_rdata = mscratch;
            CSR_MEPC:        csr_rdata = mepc;
            CSR_MCAUSE:      csr_rdata = mcause;
            CSR_MIP:         csr_rdata = mip;
            default:         csr_rdata = 32'h0;
        endcase
    end
        logic mret_exec_delayed;
        always@(posedge clk , negedge reset_n) begin
            if(!reset_n) begin
                mret_exec_delayed =0;
            end
            else begin
                mret_exec_delayed = mret_exec;
            end
        end
            assign  trap_taken = (mstatus[3] && mip[7] && mie[7] && !mret_exec) || is_ecall_instr;  
    always_comb begin
        if (trap_taken) begin 
            if (mtvec[0] == 1'b0) begin
                trap_pc = {mtvec[31:2], 2'b00};
            end
                if (is_ecall_instr) begin
                    trap_pc = {mtvec[31:2], 2'b00} + (ECALL_M_CAUSE << 2);
                end
                else begin
                    trap_pc = {mtvec[31:2], 2'b00} + (TIMER_INT_CAUSE << 2);
                end
            end
        else begin
            trap_pc = 32'h0;  
        end
    end
    assign mret_pc = mepc;
    always_ff @(posedge clk or negedge reset_n) begin
        if (!reset_n) begin
            mstatus     <= 32'h0;
            mie         <= 32'h0;
            mtvec       <= 32'h0;
            mscratch    <= 32'h0; 
            mepc        <= 32'h0;  
            mcause      <= 32'h0;
            mip         <= 32'h0;
            pc_anti_flush<=32'h0;
        end
        else begin
            mip[7] <= timer_int; 
            if (mret_exec) begin
                mstatus[3] <= mstatus[7];
                mstatus[7] <= 1'b1;       
            end
        if(current_pc != 0) 
            pc_anti_flush = current_pc;
            else if (trap_taken) begin
                mepc <= pc_anti_flush & 32'hFFFF_FFFE;;  
                if (is_ecall_instr) begin
                    mcause <= {1'b0, 27'b0, 4'd11};  
                end
                else begin
                    mcause <= {1'b1, 27'b0, 4'd7};  
                end
                mstatus[7] <= mstatus[3];   
                mstatus[3] <= 1'b0;     
                mip[7] <= 1'b0;   
            end
            if (csr_wen) begin
                case(csr_addr) 
                    CSR_MSTATUS: begin
                        case(csr_op)
                            CSR_WRITE: mstatus <= csr_wdata;  
                            CSR_SET:   mstatus <= mstatus | csr_wdata;  
                            CSR_CLEAR: mstatus <= mstatus & ~csr_wdata;  
                        endcase
                    end
                    CSR_MIE: begin
                        case(csr_op)
                            CSR_WRITE: mie <= csr_wdata; 
                            CSR_SET:   mie <= mie | csr_wdata;
                            CSR_CLEAR: mie <= mie & ~csr_wdata;
                        endcase
                    end
                    CSR_MTVEC: begin
                        case(csr_op) 
                            CSR_WRITE: mtvec <= csr_wdata;  
                            CSR_SET:   mtvec <= (mtvec | csr_wdata);  
                            CSR_CLEAR: mtvec <= (mtvec & ~csr_wdata); 
                        endcase
                    end
                    CSR_MSCRATCH: begin
                        case(csr_op)
                            CSR_WRITE: mscratch <= csr_wdata;
                            CSR_SET:   mscratch <= mscratch | csr_wdata;
                            CSR_CLEAR: mscratch <= mscratch & ~csr_wdata;
                        endcase
                    end
                    CSR_MEPC: begin
                        case(csr_op) 
                            CSR_WRITE: mepc <= csr_wdata & 32'hFFFF_FFFE;  
                            CSR_SET:   mepc <= (mepc | csr_wdata) & 32'hFFFF_FFFE;
                            CSR_CLEAR: mepc <= (mepc & ~csr_wdata) & 32'hFFFF_FFFE;
                        endcase
                    end
                    CSR_MCAUSE: begin
                        case(csr_op)
                            CSR_WRITE: mcause <= csr_wdata;
                            CSR_SET:   mcause <= mcause | csr_wdata;
                            CSR_CLEAR: mcause <= mcause & ~csr_wdata;
                        endcase
                    end
                endcase
            end
       end
    end
endmodule
==> flow/run.sh <==
#!/bin/bash
# OpenROAD 26Q1-2900-gdf79404cd8, Yosys 0.63+post, stock flow scripts
make -C /OpenROAD-flow-scripts/flow DESIGN_CONFIG=/design/flow/config.mk WORK_HOME=/design/flow/orfs finish
==> flow/config.mk <==
export PLATFORM = sky130hd
export DESIGN_NAME = csr_file
export DESIGN_NICKNAME = csr_file
export VERILOG_FILES = /design/flow/design.v
export SDC_FILE = /design/flow/constraint.sdc
export NUM_CORES = 4
export LEC_CHECK = 1
export CORE_UTILIZATION = 40
==> flow/constraint.sdc <==
current_design csr_file

set clk_period 11.2
set clk_io_pct 0.2

create_clock -name clk0 -period $clk_period [get_ports {clk}]

set non_clock_inputs [all_inputs -no_clocks]
set_input_delay [expr $clk_period * $clk_io_pct] -clock clk0 $non_clock_inputs
set_output_delay [expr $clk_period * $clk_io_pct] -clock clk0 [all_outputs]
==> results.txt <==
Implementation results

The detailed placer's ending HPWL is 24,800 um. The most used cell along the critical path is sky130_fd_sc_hd__clkdlybuf4s50_1. The number of antenna violations at the first check in global routing is 0. The register share of total power is 45.7%.

The detailed-route via count is 10,300. The critical path launch point type is an input pin. On the final layout, the worst clock skew is 0.00760 ns. The kind of critical path is input pin to output pin. Per the cell usage report, the commonest logic cells after layout are sky130_fd_sc_hd__dfrtp_1, sky130_fd_sc_hd__clkdlybuf4s50_1, sky130_fd_sc_hd__a22o_1, sky130_fd_sc_hd__o21ai_0, sky130_fd_sc_hd__a22oi_1. After clock tree synthesis, the flow added hold-fix buffers numbering 0. The most used flip-flop cell after synthesis is sky130_fd_sc_hd__dfrtp_1. The final max-slew violation count is 0. The detailed-route wire length per cell is 23.1 um. The final-layout setup total negative slack is 0 ns.

The number of clock buffers added by TritonCTS is 26. In this run the vertical extent of the chip is 172 um. After its last routability iteration, the placer logged a weighted congestion of 0.905. The worst-case setup slack after placement is 3.54 ns. The terminus of the critical flop-to-flop path is mepc[26]$_DFF_PN0_. The global-route met1 utilization is 42.8%.

Using the TritonRoute via totals, the vias-per-cell ratio works out to 6.12. The flow reports that combinational logic draws 6.1% of the design power. Counting along the longest clock path gives a buffer depth of 3. The highest supply drop recorded on VDD is 89.2 uV. The launching element of the worst setup path is is_ecall_instr. The number of global-route vias before repair is 10,000. The floorplan has 62 rows. The total die size is 0.0297 mm^2. The insertion delay at the late pin of the worst-skew pair is 0.53 ns.

For this run, global-route usage on met2 was measured as 39.0%. The violation count after the first detailed-route iteration is 853. The internal power is 1.39 mW. Setup repair after global routing left no endpoint under its margin. The CTS root buffer is sky130_fd_sc_hd__clkbuf_16. The final-report setup violation count is 0. The net switching power is 0.413 mW. Gates resized during post-CTS repair numbered 0. The slew at the pin closest to its max-slew limit is 0.875 ns.

The worst path needs 7.64 ns of the cycle, external delays included. The placed standard-cell area is 0.0136 mm^2. The number of primary I/O pins is 182. Per the OpenROAD floorplan log, the area of the core is 0.0286 mm^2. Data on the critical path arrives at its endpoint at 5.40 ns. The met3 usage in global routing is 10.3%.

The count of library flops with an enable pin is 0. The fraction of final layout cells with drive strength greater than 1 is 7.34%. In this run the number of H-tree levels came out at 1. Before antenna repair, the detailed router went through 7 iterations. The residual DRC count is 0. The maximum fanout along the worst path is 8. The report counts max-capacitance violations totalling 0. The final report gives the core utilization as 50.7%. Endpoints failing hold in the final report were tallied at 0. From left edge to right edge, the die measures 172 um. The number of buffers and inverters on the critical path is 4. The number of synthesized register bits is 224. A synthesized cell averages 9.98 um^2.

Across all setup checks in the final design, the least slack found is 3.56 ns. Looking at the worst setup and hold paths, the clock pins of their registers show a slew of 0.06 ns. The number of buffers inserted by port buffering is 179. STA classifies the critical path endpoint as an output pin. The synthesized netlist occupies a cell area of 0.0116 mm^2. The relative area change from synthesis to final layout is 24.9%.

The maximum operating frequency is 131 MHz. OpenSTA lists the critical path endpoint as trap_pc[28]. The run finished with clean final reports.

The worst register-to-register path has a setup slack of 8.42 ns. Per STA, the worst path is made up of clkdlybuf4s50_1, inv_1, ha_1, nand2b_1, a2111oi_2, buf_4, nand3_1, or3_1, a21oi_1, clkdlybuf4s50_1. The leakage component of the power was reported as 5.90 nW.

The total grt overflow is 0. The endpoint required time on the critical path is 8.96 ns. The number of cells reported by Yosys stat comes to 1,164. The gate count after technology mapping is 1,164. The switching power share of the total is 22.9%. Global routing consumed, over all layers together, 27.9% of the routing resources.

The count of unique library cells instantiated by Yosys is 55. According to the CTS report, the clock sink count is 224. The worst hold path belongs to the class register to register. The most common cell after layout, fill and taps aside is sky130_fd_sc_hd__dfrtp_1. Buffers added to address setup during post-CTS repair amount to 0. The headroom to the max-slew limit is 41.7%. The longest incremental delay of any stage on the critical path is reported as 0.65 ns. After synthesis, the chip area reported by Yosys is 0.0116 mm^2.

The routing layer with the top usage in global route is met1. The share of the clock period used by the worst path after layout is 68.2%. The count of yosys warnings during synthesis is 1. The number of cells traversed by the worst register-to-register path is 8. On the critical path, the stage with the largest delay is an instance of sky130_fd_sc_hd__clkdlybuf4s50_1. TritonCTS built the clock tree. The worst flop-to-flop path startpoint is mstatus[3]$_DFF_PN0_. At the floorplan stage, the core utilization is reported as 40.6%. Of the synthesized area, sequential elements account for 48.3%. The wire length of the first global-routing pass is 60,300 um. The routed design has 38,900 um of wire. In this run the remaining antenna-violating nets after routing total 0. The final design area excluding fillers is 0.0145 mm^2. The clock network is responsible for 48.2% of the overall power. The count of warning messages emitted by the tools is 25. The power per cell area is 124 mW/mm^2.

The critical path runs through a total of 10 cells. The largest delay contributor family on the critical path is buffers and inverters. The largest net degree at the start of global routing is 78.

The proportion of register bits with asynchronous set or reset after synthesis is 100%.
[flip-flops by register name, summed over array words and instances (netlist names)]
| signal | count |
|---|---|
| mtvec | 32 |
| mip | 1 |
| mcause | 32 |
| mstatus | 32 |
| pc_anti_flush | 31 |
| mepc | 32 |
| mie | 32 |
| mscratch | 32 |
[metrics by stage]
step / hold slack, ns / instances / total power [mW]
finish: 0.477 / 1680 / 1.80
detailed placement: 0.470 / 1632 / 0.949
floorplan: 0.449 / 1165 / 0.878
CTS: 0.483 / 1679 / 1.82
global route: 0.491 / 1679 / 1.86
global placement: 0.460 / 1632 / 0.948
[routing by layer]
| layer | wire length, um | part of all wire, % |
|---|---|---|
| met5 | 80 | 0.21 |
| met1 | 17000 | 44 |
| met2 | 16700 | 43 |
| met4 | 847 | 2.2 |
| met3 | 4270 | 11 |
[how the worst min path moves through the flow]
stage / end / slack (ns) / cells after the start / start
finish: pc_anti_flush[21]$_DFFE_PN0P_ / 0.48 / 1 / pc_anti_flush[21]$_DFFE_PN0P_
global route: pc_anti_flush[30]$_DFFE_PN0P_ / 0.49 / 1 / pc_anti_flush[30]$_DFFE_PN0P_
CTS: pc_anti_flush[22]$_DFFE_PN0P_ / 0.48 / 1 / pc_anti_flush[22]$_DFFE_PN0P_
[cell families after synthesis]
kind of cell | share of synthesized area (%)
AND/OR/NAND/NOR | 9.79
XOR/XNOR | 2.04
other | 0.0323
multiplexers | 2.76
flip-flops | 48.3
AND-OR/OR-AND | 32.0
adder cells (fa/ha/maj) | 0.323
buffers and inverters | 4.81
[synth_stat cells, types with 2 or more instances]
library cell | instances | area, um^2
sky130_fd_sc_hd__nand2b_1 | 7 | 43.8
sky130_fd_sc_hd__o21ai_0 | 126 | 631
sky130_fd_sc_hd__nor3b_1 | 2 | 15.0
sky130_fd_sc_hd__a22oi_1 | 95 | 713
sky130_fd_sc_hd__o22ai_1 | 60 | 375
sky130_fd_sc_hd__nand3_1 | 40 | 200
sky130_fd_sc_hd__a211oi_1 | 2 | 15.0
sky130_fd_sc_hd__mux2i_1 | 32 | 320
sky130_fd_sc_hd__clkbuf_1 | 97 | 364
sky130_fd_sc_hd__and3_1 | 4 | 25.0
sky130_fd_sc_hd__a2111oi_2 | 2 | 30.0
sky130_fd_sc_hd__buf_4 | 8 | 60.1
sky130_fd_sc_hd__dfrtp_1 | 224 | 5610
sky130_fd_sc_hd__nor2b_1 | 2 | 12.5
sky130_fd_sc_hd__ha_1 | 3 | 37.5
sky130_fd_sc_hd__nand2_1 | 44 | 165
sky130_fd_sc_hd__nor4_4 | 5 | 106
sky130_fd_sc_hd__buf_2 | 17 | 85.1
sky130_fd_sc_hd__nor3_1 | 6 | 30.0
sky130_fd_sc_hd__nor2_1 | 70 | 263
sky130_fd_sc_hd__o32ai_1 | 4 | 35.0
sky130_fd_sc_hd__buf_1 | 5 | 18.8
sky130_fd_sc_hd__inv_1 | 5 | 18.8
sky130_fd_sc_hd__a222oi_1 | 7 | 70.1
sky130_fd_sc_hd__a21oi_1 | 40 | 200
sky130_fd_sc_hd__and4_1 | 2 | 17.5
sky130_fd_sc_hd__and2_1 | 6 | 37.5
sky130_fd_sc_hd__xor2_1 | 21 | 184
sky130_fd_sc_hd__a21o_1 | 31 | 233
sky130_fd_sc_hd__o21a_1 | 2 | 15.0
sky130_fd_sc_hd__nand4_1 | 8 | 50.1
sky130_fd_sc_hd__xnor2_1 | 6 | 52.6
sky130_fd_sc_hd__nor4_1 | 9 | 56.3
sky130_fd_sc_hd__a22o_1 | 149 | 1310
sky130_fd_sc_hd__a21boi_2 | 3 | 33.8
[final cells by class]
| type | count | area [um^2] |
|---|---|---|
| Fill cell | 2536 | 14100 |
| Sequential cell | 224 | 5610 |
| Multi-Input combinational cell | 808 | 5480 |
| Timing Repair Buffer | 211 | 2040 |
| Clock buffer | 40 | 753 |
| Tap cell | 384 | 480 |
| Clock inverter | 7 | 124 |
| Inverter | 5 | 18.8 |
| Antenna cell | 1 | 2.50 |
[power by group through the flow]
stage / Combinational, mW / Sequential (mW) / Clock, mW
finish: 0.110 / 0.824 / 0.868
global route: 0.121 / 0.825 / 0.910
CTS: 0.111 / 0.824 / 0.881
No activity file was given, so power comes from the tool's default toggle rates.
