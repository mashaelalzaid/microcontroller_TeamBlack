==> design.v <==
module data_mem #(
    parameter DEPTH = 1024
)(
  input  wire        clk_i,          
  input  wire        rst_i,          
  input  wire        cyc_i,          
  input  wire        stb_i,          
  input  wire [31:0] adr_i,          
  input  wire        we_i,           
  input  wire [3:0]  sel_i,
  input  wire [31:0] dat_i,          
  output reg  [31:0] dat_o,          
  output reg         ack_o          
);
logic wb_acc;
logic mem_write, mem_read;
assign wb_acc = cyc_i & stb_i; 
assign mem_write = wb_acc &  we_i;
assign mem_read  = wb_acc & ~we_i;
assign ack_o = wb_acc;
logic [6:0] word_addr;
assign word_addr = adr_i[8:2];
logic [31:0] dmem [0:1023];
always_ff @(posedge clk_i) begin 
    if(mem_write) begin 
        if(sel_i[0]) dmem[word_addr][7:0]   <= dat_i[7:0];
        if(sel_i[1]) dmem[word_addr][15:8]  <= dat_i[15:8];
        if(sel_i[2]) dmem[word_addr][23:16] <= dat_i[23:16];
        if(sel_i[3]) dmem[word_addr][31:24] <= dat_i[31:24];
    end
end
logic [31:0] data_o_reg, mem_rdata;
assign mem_rdata = dmem[word_addr];
n_bit_reg #(
    .n(32) 
) data_o_reg_inst (
    .clk(clk_i),
    .reset_n (~rst_i     ),
    .data_i  (mem_rdata  ),
    .data_o  (data_o_reg ),
    .wen     (1'b1       )
);
assign dat_o = data_o_reg;
endmodule
module n_bit_dec #(
    parameter n = 2
)(
    input logic [n-1:0] in,
    output logic [(1<<n) - 1:0] out
);
    assign out = 1 << in;
endmodule : n_bit_dec
module n_bit_dec_with_en #(
    parameter n = 2
)(
    input logic [n-1:0] in,
    input logic en,
    output logic [(1<<n) - 1:0] out
);
    assign out = en << in;
endmodule : n_bit_dec_with_en
module mux4x1 #(
    parameter n = 4
)(
    input logic [n-1:0] in0, in1, in2, in3,
    input logic [1:0] sel,
    output logic [n-1:0]out
);
    always_comb begin 
        case(sel) 
            0: out = in0;
            1: out = in1;
            2: out = in2;
            3: out = in3;
        endcase
    end
endmodule
module mux2x1 #(
    parameter n = 4
)(
    input logic [n-1:0] in0, in1,
    input logic sel,
    output logic [n-1:0] out
);
     always_comb begin 
        case(sel) 
            0: out = in0;
            1: out = in1;
        endcase
    end   
endmodule
module mux3x1 #(
    parameter n = 32
)(
    input wire  [ 1 :0] sel,
    input wire  [n-1:0] in0,
    input wire  [n-1:0] in1,
    input wire  [n-1:0] in2,
    output wire [n-1:0] out
);
    wire sel0, sel1, sel2;
    assign sel0 = ~sel[1] & ~sel[0]; 
    assign sel1 = ~sel[1] &  sel[0]; 
    assign sel2 =  sel[1] & ~sel[0];  
    assign out =  {n{sel0}} & in0
                | {n{sel1}} & in1
                | {n{sel2}} & in2;
endmodule
module one_hot_mux4x1 #(
    parameter n = 1
) (
    input logic [3:0] sel, 
    input logic [n-1:0] in0, in1, in2, in3,
    output logic [n-1:0] out
);
    assign out =   in0 & {n{sel[0]}}
                 | in1 & {n{sel[1]}}
                 | in2 & {n{sel[2]}}
                 | in3 & {n{sel[3]}}; 
endmodule : one_hot_mux4x1
module one_hot_mux2x1 #(
    parameter n = 1
) (
    input logic [1:0] sel, 
    input logic [n-1:0] in0, in1,
    output logic [n-1:0] out
);
    assign out =   in0 & {n{sel[0]}}
                 | in1 & {n{sel[1]}}; 
endmodule : one_hot_mux2x1
module one_hot_mux3x1 #(
    parameter n = 1
) (
    input logic [2:0] sel, 
    input logic [n-1:0] in0, in1, in2,
    output logic [n-1:0] out
);
    assign out =   in0 & {n{sel[0]}}
                 | in1 & {n{sel[1]}}
                 | in2 & {n{sel[2]}}; 
endmodule : one_hot_mux3x1
module n_bit_reg #(
    parameter n = 8,
    parameter RESET_VALUE = 0
)(
    input logic clk, 
    input logic reset_n,
    input logic wen, 
    input logic  [n-1:0] data_i, 
    output logic [n-1:0] data_o
);
    logic [n-1:0] n_bit_reg;
    always_ff @(posedge clk, negedge reset_n) begin 
        if(~reset_n)begin 
            n_bit_reg <= RESET_VALUE;
        end else if (wen) begin 
            n_bit_reg <= data_i;
        end
    end
    assign data_o = n_bit_reg;
endmodule : n_bit_reg
module n_bit_reg_wclr #(
    parameter n = 8,
    parameter RESET_VALUE = 0,
    parameter CLR_VALUE = 0
)(
    input logic clk, 
    input logic reset_n,
    input logic wen, 
    input logic  [n-1:0] data_i, 
    output logic [n-1:0] data_o,
    input logic clear
);
    logic [n-1:0] n_bit_reg;
    always_ff @(posedge clk, negedge reset_n) begin 
        if(~reset_n)begin 
            n_bit_reg <= RESET_VALUE;
        end else if (clear) begin
            n_bit_reg <= CLR_VALUE; 
        end else if (wen) begin 
            n_bit_reg <= data_i;
        end
    end
    assign data_o = n_bit_reg;
endmodule : n_bit_reg_wclr
package riscv_types;
    typedef enum logic [3:0]  { 
        ADD, SLL, SLT, SLTU, XOR, SRL, OR, AND, 
        SUB = 4'b1000, SRA = 4'b1101 
    } alu_t;
    typedef enum logic [1:0] { 
        STORE_BYTE, STORE_HALFWORD, STORE_WORD 
    } store_t;
    typedef struct packed {
        logic [31:0] current_pc;
        logic [31:0] pc_plus_4;
    } if1_if2_reg_t;
    typedef struct packed {
        logic [31:0] current_pc;
        logic [31:0] pc_plus_4;
        logic [31:0] inst;
    } if_id_reg_t;
    typedef struct packed {
        logic [31:0] current_pc; 
        logic [31:0] pc_plus_4;
        logic [4:0]  rs1;
        logic [4:0]  rs2;
        logic [4:0]  rd; 
        logic [2:0]  fun3;
        logic        fun7_5;
        logic [31:0] reg_rdata1;
        logic [31:0] reg_rdata2;
        logic [31:0] imm;
        logic [4:0] csr_imm;
        logic        reg_write;
        logic        mem_write;
        logic        mem_to_reg;
        logic        branch;
        logic        alu_src;
        logic        jump;
        logic        lui;
        logic        auipc;
        logic        jal;
        logic [1:0]  alu_op;
        logic csr_data_sel;
        logic csr_to_reg;
        logic [11:0] csr_addr_id;
        logic [2:0] csr_op_id;
        logic csr_write_id;
        logic is_csr_instr_id; 
        logic is_mret_instr_id;
        logic is_ecall_instr_id;   
    } id_exe_reg_t;
    typedef struct packed {
        logic [31:0] pc_plus_4;
        logic [31:0] pc_jump;      
        logic [4:0]  rs1;
        logic [4:0]  rs2;
        logic [4:0]  rd; 
        logic [2:0]  fun3;
        logic [31:0] rdata2_frw;
        logic [31:0] imm;
        logic [31:0] alu_result;
        logic        reg_write;
        logic        mem_write;
        logic        mem_to_reg;
        logic        branch;
        logic        jump;
        logic        lui;
        logic        zero;
        logic       csr_to_reg;
        logic [31:0] current_pc_exe; 
        logic [11:0] csr_addr_exe;
        logic [31:0] csr_wdata_exe; 
        logic [2:0] csr_op_exe;
        logic csr_write_exe;
        logic is_csr_instr_exe; 
        logic is_mret_instr_exe;
        logic is_ecall_instr_exe;   
    } exe_mem_reg_t;
    typedef struct packed {
        logic [4:0]  rd; 
        logic [31:0] result;
        logic [31:0] csr_data;
        logic        reg_write;
        logic        mem_to_reg;
        logic        csr_to_reg;
        logic is_csr_instr;  
    } mem_wb_reg_t;
endpackage
==> run.sh <==
#!/bin/bash
# OpenROAD 26Q1-2900-gdf79404cd8, Yosys 0.63+post, stock flow scripts
make -C /OpenROAD-flow-scripts/flow DESIGN_CONFIG=/design/flow/config.mk WORK_HOME=/design/flow/orfs finish
==> config.mk <==
export PLATFORM = sky130hd
export DESIGN_NAME = data_mem
export DESIGN_NICKNAME = data_mem
export VERILOG_FILES = /design/flow/design.v
export SDC_FILE = /design/flow/constraint.sdc
export NUM_CORES = 4
export LEC_CHECK = 1
export CORE_UTILIZATION = 30
export SYNTH_MEMORY_MAX_BITS = 65536
==> constraint.sdc <==
current_design data_mem

set clk_period 2.4
set clk_io_pct 0.2

create_clock -name clk0 -period $clk_period [get_ports {clk_i}]

set non_clock_inputs [all_inputs -no_clocks]
set_input_delay [expr $clk_period * $clk_io_pct] -clock clk0 $non_clock_inputs
set_output_delay [expr $clk_period * $clk_io_pct] -clock clk0 [all_outputs]
==> run summary <==
fresh numbers from the pnr run: post-route ant nets 0, Log Warnings 56, CTS tree yes, Slew Limit Fails 0, Main synth FF type edfxtp_1, final setup vio count 0, # port buffers 80, initial detailed-routing violation count 5795, CTS root buf clkbuf_16, antenna violations before repair 40, wire per inst 26.9 um, critical path's top delay family simple AND/OR/NAND/NOR gates, CP arrival 3.25 ns, RePlAce Congestion 0.956, most used cell, CP buf_12, kind of critical path in2reg, fp util 30.1%, H-tree depth 5, grt ovf 0, CP cell instances clkdlybuf4s15_1 > buf_12 > nand4b_1 > buf_12 > buf_12 > o22ai_1 > or4_1 > nor4_1 > buf_4 > nor4_1, chip area in the Yosys report 159000 um2, Leak 70.0 nW, Max Freq 0.420 GHz, Worst setup EP type register, Yosys cell types 27, EDFF count, synth 4096, Cell Pwr Density 754 nW/um2, die height 730 um, worst min-delay path class in2reg, Fill cells 47323, VDD IR-drop max 0.647 mV, die width 730 um, Critical Path RT 3.27 ns, worst setup margin 0.0190 ns, drt drc 0, drt total wl 484 mm, first-pass GRT wire length 676 mm, clock skew after layout 0.0517 ns, logic area 34400 um2, reg2reg setup slack 0.12 ns, largest cells by area after synthesis edfxtp_1 77%, mux2i_1 13%, o22ai_1 3.5%, nor2_1 1.8%, or4_1 1.2%, clock buffer depth 4, Post-Syn Area 159000 um2, TritonRoute pass-1 iters 5, number of flip-flops in the largest register 4096, Ys Warns 4, Crit-path slowest cell or4_1, Late-Pin Clk Latency 0.99 ns, WHS 0.0773 ns, Worst slew margin 51.5%, Sink Count 4128, largest net degree at the start of global routing 129, vias 88295, Synth area leader edfxtp_1, worst-path maximum fanout 19, yosys cell count 8980, Worst-Margin Slew 0.727 ns, synth cell count leaders 4096 x edfxtp_1, 2048 x mux2i_1, 896 x o22ai_1, Syn Inst Count 8980, clk slew on worst S/H paths 0.06 ns, Final Cycle Share 99.2%, fraction of registers with async set/reset 0.775%, post-route minimum period 2.38 ns, # IOs 106, slowest stage delay, CP 0.54 ns, die footprint 533000 um2, vias in the first global route 91338, Yosys reg bits 4128, share of layout cells above drive strength 1 24.4%, status finished clean, DP HPWL 340 mm, vias per inst 4.91, DP Worst Slack -1.72 ns, core box area 528000 um2, Tot GR Track Use 19.1%, WP buf/inv 5, CP Launch Type primary input, Synth top area share 77.4%, Synth top cell by count edfxtp_1, Num CTS Buffers 412, endpoints failing hold 0, Max-cap violations 0, Avg Cell Area, Syn 17.7 um2, Cell Rows 267, area grow syn2layout 26.2%, sequential area share after synthesis 77.9%, Register Area 124000 um2
==> routing by layer <==
metal | GRT usage (%) | routed length [um] | vias up
li1 | - | - | 39305
met1 | 21.5 | 160000 | 43602
met2 | 27.2 | 211000 | 4456
met3 | 15.8 | 90900 | 854
met4 | 6.07 | 19700 | 78
met5 | 3.47 | 2760 | -
==> report_power, final <==
group	internal, mW	switching, mW
Sequential	79.4	0.253
Clock	36.4	27.4
Combinational	3.01	4.84
==> cells by family (layout without fill, tap and decap cells) <==
group / Yosys count / in the layout / synth area share [%]
DFF: 4128 / 4128 / 77.9
muxes: 2048 / 2048 / 12.9
and+or+nand+nor: 1366 / 1366 / 4.19
AOI/OAI and AO/OA: 896 / 896 / 3.53
buffers and inverters: 542 / 2515 / 1.53
other: 0 / 53 / 0
==> path summary, 6_finish.rpt <==
path | start | end | cells past startpoint
min in group asynchronous | rst_i | data_o_reg_inst.n_bit_reg[20] | 3
min reg2reg | dmem[5][15] | data_o_reg_inst.n_bit_reg[15] | 5
max | adr_i[5] | data_o_reg_inst.n_bit_reg[1] | 10
max reg2reg | dmem[57][13] | data_o_reg_inst.n_bit_reg[13] | 7
min | dat_i[7] | dmem[20][7] | 1
max in group asynchronous | rst_i | data_o_reg_inst.n_bit_reg[29] | 4
==> timing repair <==
item                                    4_1_cts  5_1_grt
resized                                     139       65
hold buffers                                 27        0
gates cloned                                  3        3
pin swaps                                     3        9
endpoints found under the hold margin       568        0
setup buffers                                 5       14
endpoints found under the setup margin       63       30
==> stage by stage <==
stage                     std cells  power, mW  area, um2  utilization [%]   TNS, ns
after floorplan                8980       83.9     160000                -   -955.95
after global placement        17132       88.7     186000             35.2  -2141.67
after detailed placement      17132       88.7     186000             35.2  -2135.93
after CTS                     17930        152     200000             37.9         0
after global routing          17960        155     201000             38.0   -0.0130
final                         18000        151     201000             38.0         0
==> area by class of cell <==
cell class,count,area share [%]
Sequential cell,4128,61.7
Multi-Input combinational cell,4310,17.1
Timing Repair Buffer,1751,10.0
Clock buffer,499,5.37
Tap cell,6994,4.36
Clock inverter,264,1.31
Antenna cell,53,0.0661
Inverter,1,0.00187
==> cell usage in the layout, fill, tap and decap left out, types with 84 or more instances in the layout <==
master	n
clkinv_1	99
buf_12	522
o22ai_1	895
or4_1	244
nor2_2	244
nor2_1	517
nand2_1	125
nor4_1	84
clkbuf_16	419
mux2i_1	2048
buf_4	1128
edfxtp_1	4096
Power is estimated from default activity; no workload was simulated.
