`flow/design.v`:
```
module c_extension_controller (
    input  logic        clk,
    input  logic        reset_n,
    input  logic [31:0] current_pc,      
    output logic [31:0] next_pc,         
    output logic        hold_pc,         
    input  logic [31:0] raw_inst,        
    output logic [31:0] decompressed_inst,  
    output logic [31:0] corrected_pc,       
    output logic        inst_valid          
);
    typedef enum logic [2:0] {
        STATE_NORMAL,    
        STATE_SECOND16,  
        STATE_SPLIT32,   
        STATE_ERROR      
    } state_t;
    state_t current_state, next_state;
    logic [15:0] saved_half;         
    logic [31:0] saved_pc;           
    logic [31:0] raw_inst_saved;     
    logic is_compressed;             
    logic is_lower_compressed;     
    logic is_upper_compressed;     
    logic v_inst, second_comp;     
    assign is_lower_compressed = v_inst && (raw_inst[1:0] != 2'b11);
    assign is_upper_compressed = v_inst && (raw_inst[17:16] != 2'b11);
    logic [31:0] compressed_input;
    always_ff @(posedge clk or negedge reset_n) begin
        if (!reset_n) begin
            current_state <= STATE_NORMAL;
            saved_half <= 16'h0;
            saved_pc <= 32'h0;
            raw_inst_saved <= 32'h0;
            v_inst <= 0;
        end else begin
            v_inst <= 1;
            current_state <= next_state;
            raw_inst_saved <= raw_inst;
case (current_state)
    STATE_NORMAL: begin
        if (is_lower_compressed && !is_upper_compressed) begin
            saved_half <= raw_inst[31:16];   
            saved_pc <= current_pc;          
        end
    end
    STATE_SECOND16: begin
    end 
    STATE_SPLIT32:begin 
    end 
     default: begin
    end
endcase
        end
    end
    always_comb begin
        next_state = current_state;
        next_pc = current_pc + 4;     
        hold_pc = 1'b0;               
        compressed_input = raw_inst;  
        corrected_pc = current_pc;    
        inst_valid = 1'b1;            
        is_compressed = 1'b0;         
        case (current_state)
            STATE_NORMAL: begin 
                if (is_lower_compressed) begin
                    is_compressed = 1'b1;
                    corrected_pc = current_pc;
                    if (is_upper_compressed) begin
                        second_comp = 1'b1; 
                        next_state = STATE_SECOND16;
                        next_pc = current_pc;      
                        compressed_input = {16'b0, raw_inst[15:0]};
                        hold_pc = 1'b1;            
                    end else begin
                        next_state = STATE_SPLIT32;
                        second_comp = 1'b0;
                        next_pc = current_pc + 4;  
                        compressed_input = {16'b0, raw_inst[15:0]};
                        hold_pc = 1'b0;            
                    end
                end else begin
                    is_compressed = 1'b0;
                    corrected_pc = current_pc;
                    compressed_input = raw_inst;
                    next_state = STATE_NORMAL;
                    next_pc = current_pc + 4;
                    hold_pc = 1'b0;
                end
            end
            STATE_SECOND16: begin
                is_compressed = 1'b1;
                compressed_input = {16'b0, raw_inst_saved[31:16]};
                corrected_pc = current_pc + 2;  
                next_state = STATE_NORMAL;
                next_pc = current_pc + 4;   
                hold_pc = 1'b0;             
            end
            STATE_SPLIT32: begin
                compressed_input = {raw_inst[15:0], saved_half};
                is_compressed = 1'b0;          
                corrected_pc = saved_pc;       
                if (is_upper_compressed) begin
                    next_state = STATE_SECOND16;
                    next_pc = current_pc;      
                    hold_pc = 1'b1;            
                end else begin
                    next_state = STATE_NORMAL;
                    next_pc = current_pc + 4;  
                    hold_pc = 1'b0;            
                end
                inst_valid = 1'b1;
            end
            STATE_ERROR: begin
                inst_valid = 1'b0;
                next_state = STATE_NORMAL;
                next_pc = current_pc + 4;   
                hold_pc = 1'b0;             
            end
            default: begin
                next_state = STATE_NORMAL;
                inst_valid = 1'b0;
                next_pc = current_pc + 4;
            end
        endcase
    end
    instruction_decompressor decomp (
        .decompressor_en(is_compressed),
        .compressed_inst(compressed_input),   
        .decompressed_inst(decompressed_inst)  
    );
endmodule
`timescale 1ns / 1ps
module instruction_decompressor(
    input  logic         decompressor_en,
    input  logic [31:0]  compressed_inst,
    output logic [31:0]  decompressed_inst
);
    logic [15:0] compressed_instr;
    assign compressed_instr = compressed_inst[15:0];
    always_comb begin
        if (!decompressor_en)
            decompressed_inst = compressed_inst;
        else begin
            case ({compressed_instr[15:13], compressed_instr[1:0]})
                5'b00000: decompressed_inst = {2'b00, compressed_instr[10:7], compressed_instr[12:11],
                                compressed_instr[5], compressed_instr[6], 2'b00,
                                5'd2, 3'b000, 2'b01, compressed_instr[4:2], 7'b0010011};
                5'b01000: decompressed_inst = {5'b00000, compressed_instr[5], compressed_instr[12:10],
                                compressed_instr[6], 2'b00, 2'b01, compressed_instr[9:7],
                                3'b010, 2'b01, compressed_instr[4:2], 7'b0000011};
                5'b11000: decompressed_inst = {5'b00000, compressed_instr[5], compressed_instr[12],
                                2'b01, compressed_instr[4:2], 2'b01, compressed_instr[9:7],
                                3'b010, compressed_instr[11:10], compressed_instr[6], 2'b00,
                                7'b0100011};
                5'b00001: begin
                    if (compressed_instr[12:2] == 11'b0)
                        decompressed_inst = {25'b0, 7'b0010011};
                    else
                        decompressed_inst = {{7{compressed_instr[12]}}, compressed_instr[6:2],
                                compressed_instr[11:7], 3'b000, compressed_instr[11:7],
                                7'b0010011};
                end
                5'b00101: decompressed_inst = {compressed_instr[12], compressed_instr[8],
                                compressed_instr[10:9], compressed_instr[6],
                                compressed_instr[7], compressed_instr[2],
                                compressed_instr[11], compressed_instr[5:3],
                                compressed_instr[12], {8{compressed_instr[12]}},
                                5'd1, 7'b1101111};
                5'b01001: decompressed_inst = {{7{compressed_instr[12]}}, compressed_instr[6:2],
                                5'd0, 3'b000, compressed_instr[11:7],
                                7'b0010011};
                5'b01101: begin
                    if (compressed_instr[11:7] == 5'd2)
                        decompressed_inst = {{3{compressed_instr[12]}}, compressed_instr[4],
                                compressed_instr[3], compressed_instr[5],
                                compressed_instr[2], compressed_instr[6], 4'b0000,
                                5'd2, 3'b000, 5'd2, 7'b0010011};
                    else
                        decompressed_inst = {{15{compressed_instr[12]}}, compressed_instr[6:2],
                                compressed_instr[11:7], 7'b0110111};
                end
                5'b10001: begin
                    if ((compressed_instr[12:10] == 3'b011) && (compressed_instr[6:5] == 2'b00))
                        decompressed_inst = {7'b0100000, 2'b01, compressed_instr[4:2],
                                2'b01, compressed_instr[9:7], 3'b000,
                                2'b01, compressed_instr[9:7], 7'b0110011};
                    else if ((compressed_instr[12:10] == 3'b011) && (compressed_instr[6:5] == 2'b01))
                        decompressed_inst = {7'b0000000, 2'b01, compressed_instr[4:2],
                                2'b01, compressed_instr[9:7], 3'b100,
                                2'b01, compressed_instr[9:7], 7'b0110011};
                    else if ((compressed_instr[12:10] == 3'b011) && (compressed_instr[6:5] == 2'b10))
                        decompressed_inst = {7'b0000000, 2'b01, compressed_instr[4:2],
                                2'b01, compressed_instr[9:7], 3'b110,
                                2'b01, compressed_instr[9:7], 7'b0110011};
                    else if ((compressed_instr[12:10] == 3'b011) && (compressed_instr[6:5] == 2'b11))
                        decompressed_inst = {7'b0000000, 2'b01, compressed_instr[4:2],
                                2'b01, compressed_instr[9:7], 3'b111,
                                2'b01, compressed_instr[9:7], 7'b0110011};
                    else if (compressed_instr[11:10] == 2'b10)
                        decompressed_inst = {{7{compressed_instr[12]}}, compressed_instr[6:2],
                                2'b01, compressed_instr[9:7], 3'b111,
                                2'b01, compressed_instr[9:7], 7'b0010011};
                    else if ((compressed_instr[12] == 1'b0) && (compressed_instr[6:2] == 5'b0))
                        decompressed_inst = 32'b0;
                    else if (compressed_instr[11:10] == 2'b00)
                        decompressed_inst = {7'b0000000, compressed_instr[6:2],
                                2'b01, compressed_instr[9:7], 3'b101,
                                2'b01, compressed_instr[9:7], 7'b0010011};
                    else
                        decompressed_inst = {7'b0100000, compressed_instr[6:2],
                                2'b01, compressed_instr[9:7], 3'b101,
                                2'b01, compressed_instr[9:7], 7'b0010011};
                end
                5'b10101: decompressed_inst = {compressed_instr[12], compressed_instr[8],
                                compressed_instr[10:9], compressed_instr[6],
                                compressed_instr[7], compressed_instr[2],
                                compressed_instr[11], compressed_instr[5:3],
                                compressed_instr[12], {8{compressed_instr[12]}},
                                5'd0, 7'b1101111};
                5'b11001: decompressed_inst = {{4{compressed_instr[12]}}, compressed_instr[6],
                                compressed_instr[5], compressed_instr[2], 5'd0,
                                2'b01, compressed_instr[9:7], 3'b000,
                                compressed_instr[11], compressed_instr[10],
                                compressed_instr[4], compressed_instr[3],
                                compressed_instr[12], 7'b1100011};
                5'b11101: decompressed_inst = {{4{compressed_instr[12]}}, compressed_instr[6],
                                compressed_instr[5], compressed_instr[2], 5'd0,
                                2'b01, compressed_instr[9:7], 3'b001,
                                compressed_instr[11], compressed_instr[10],
                                compressed_instr[4], compressed_instr[3],
                                compressed_instr[12], 7'b1100011};
                5'b00010: decompressed_inst = {7'b0000000, compressed_instr[6:2],
                                compressed_instr[11:7], 3'b001,
                                compressed_instr[11:7], 7'b0010011};
                5'b01010: decompressed_inst = {4'b0000, compressed_instr[3:2],
                                compressed_instr[12], compressed_instr[6:4],
                                2'b0, 5'd2, 3'b010,
                                compressed_instr[11:7], 7'b0000011};
                5'b11010: decompressed_inst = {4'b0000, compressed_instr[8:7],
                                compressed_instr[12], compressed_instr[6:2],
                                5'd2, 3'b010, compressed_instr[11:9],
                                2'b00, 7'b0100011};
                5'b10010: begin
                    if (compressed_instr[6:2] == 5'd0) begin
                        if (compressed_instr[12] && (compressed_instr[11:7] != 5'b0))
                            decompressed_inst = {12'b0, compressed_instr[11:7], 3'b000,
                                   5'd1, 7'b1100111};
                        else
                            decompressed_inst = {12'b0, compressed_instr[11:7], 3'b000,
                                   5'd0, 7'b1100111};
                    end else if (compressed_instr[11:7] != 5'b0) begin
                        if (compressed_instr[12] == 1'b0)
                            decompressed_inst = {7'b0000000, compressed_instr[6:2],
                                   5'd0, 3'b000, compressed_instr[11:7],
                                   7'b0110011};
                        else
                            decompressed_inst = {7'b0000000, compressed_instr[6:2],
                                   compressed_instr[11:7], 3'b000,
                                   compressed_instr[11:7], 7'b0110011};
                    end else begin
                        decompressed_inst = 32'b0;
                    end
                end
                default: decompressed_inst = compressed_inst;
            endcase
        end
    end
endmodule
```
`flow/run.sh`:
```
#!/bin/bash
# OpenROAD 26Q1-2900-gdf79404cd8, Yosys 0.63+post, stock flow scripts
make -C /OpenROAD-flow-scripts/flow DESIGN_CONFIG=/design/flow/config.mk WORK_HOME=/design/flow/orfs finish
```
`flow/config.mk`:
```
export PLATFORM = sky130hd
export DESIGN_NAME = c_extension_controller
export DESIGN_NICKNAME = c_extension_controller
export VERILOG_FILES = /design/flow/design.v
export SDC_FILE = /design/flow/constraint.sdc
export NUM_CORES = 4
export LEC_CHECK = 1
export CORE_UTILIZATION = 50
export SYNTH_HDL_FRONTEND = slang
```
`flow/constraint.sdc`:
```
current_design c_extension_controller

set clk_period 10.1
set clk_io_pct 0.2

create_clock -name clk0 -period $clk_period [get_ports {clk}]

set non_clock_inputs [all_inputs -no_clocks]
set_input_delay [expr $clk_period * $clk_io_pct] -clock clk0 $non_clock_inputs
set_output_delay [expr $clk_period * $clk_io_pct] -clock clk0 [all_outputs]
```
==> results.txt <==
Quick summary of the implementation run below.

The flow ran to the end, and the final reports show no timing, DRC or antenna violations. The switching share of total power came out at 27.95%. Note that the worst hold path type here is reg2reg. Between the synthesized netlist and the finished layout, the area growth was recorded as 30.41%. The area of the mapped netlist is 6156 um^2. In this run the tool buffered the top-level ports with 163 buffer cells. The placed cell area is 7757 um^2. The TritonCTS buffer count is 9.

For reference, the top cells by area after synthesis are dfrtp_1, nand2_1, o21ai_0, a21oi_1, a22oi_1. For this design, the sink count on the clock tree is 68. The number of iterations in the first detailed-routing pass is 8. The filler cells instantiated in the layout total 895. The wire length per cell after detailed routing is 20.80 um. Static timing analysis puts the maximum clock frequency at 0.1357 GHz.

The count of final max-slew check failures is 0. The yosys synthesis chip area came out at 6156 um^2. The post-placement worst setup slack came out at 2.866 ns. The commonest cells after synthesis are nand2_1, o21ai_0, dfrtp_1.

The chip height came out at 113.0 um. The cell type that accounts for the most area after synthesis is dfrtp_1. The area of all placed cells without fillers is 8028 um^2. The share of Yosys cell area claimed by the top area cell type came out at 27.24%. VDD sags by at most 0.00008582 V. The detailed-placement wirelength estimate came out at 16290 um.

The final hold slack is 0.4776 ns. The remaining max-slew budget at the tightest pin is 38.94%. The worst setup path startpoint is current_pc[1]. The worst clock skew came out at 0.004978 ns. The number of warnings the tools reported is 27. The share of the clock period used by the worst path after layout came out at 72.96%. In this run the register-to-register setup slack is 7.46 ns. The final total negative setup slack is 0 ns.

Overall power consumption after layout is estimated at 737.6 uW. The total power density per cell area is 91.88 nW/um^2. The congestion estimate from routability-driven global placement came to 1.036. For this run, the script counts the antenna cells in the layout as 0. The first-pass GRT wire length is 38050 um.

The end of the worst register-to-register path is current_state[2]. The fraction of power consumed by the clock network came out at 39.3%. The number of rows in the core area is 40. The share of the core filled with cells came out at 66.83%. The total routing usage reported by global routing is 38.68%.

The data arrival time at the worst-slack endpoint came out at 5.35 ns. The number of DRC markers in iteration 0 came out at 799. Yosys mapped a number of flops with a built-in enable equal to 0. The die span in x is 113.0 um. The endpoint kind of the worst setup timing path is an output port. For this design the static power due to leakage is 3.362 nW. The count of non-filler cells in the finished layout came out at 1142.

Averaged over all synthesized cells, the footprint is 7.043 um^2. Once placement completed, the tool counted placed cells totaling 1126. Entering global routing, the biggest net connects 59 pins. The final route contains 7722 vias. The power share of the combinational group came out at 23.1%. The largest fanout on the critical path is 18. The remaining number of nets flagged by the antenna check after routing came out at 0. Per STA, the endpoint of the critical path is corrected_pc[31]. The worst-margin pin slew came out at 0.9159 ns. Registers are responsible for 37.7% of the overall power. The instance count of the mapped netlist is 874.

The post-synthesis async set-or-reset flop share came out at 100.0%. The routed design could run at a clock period as short as 7.369 ns. The number of I/O pins is 164.

The flop and latch count out of synthesis is 68. The CTS clock-pin slew for the worst setup and hold paths came out at 0.06 ns. The number of cell instances after yosys synthesis came out at 874.

The residual DRC count is 0. The via count normalized by instance count is 6.762. The number of distinct library cells after synthesis came out at 76. The total of endpoints with negative setup slack in the final report is 0. The root buffer cell chosen for the clock tree is clkbuf_16. The most frequently used flop master after synthesis is dfrtp_1. The number of warnings reported in the yosys synthesis log came out at 0. The required time of the critical path came out at 8.08 ns. The share of post-route cells with drive strength above 1 is 7.136%.

The cell with the most instances after synthesis is nand2_1. The startpoint identified for the worst register-to-register timing path is current_state[1]. Recorded from the global router log, the overflow total was 0. Setup repair after global routing left no endpoint under its margin. According to the floorplan report, the total die area is 12760 um^2. The internal power component is 531.4 uW. The sequential element share of the synthesized area is 27.66%. The run reported a max-capacitance violation count of 0.

The post-cts hold buffer count came out at 0. By startpoint and endpoint, the worst setup path is classified as in2out. The number of antenna violations at the first check in global routing was 0. The area of the placeable core came out at 12010 um^2. The smallest setup slack after layout is 2.731 ns. As reported, the later end of the worst-skew pair has a clock insertion delay of 0.34 ns. The category of the worst setup path launch point is an input port.

The script extracted a net switching power of 206.1 uW. The effective utilization at floorplan is 51.25%. The via count of the first global-routing pass came out at 7216. The H-tree depth is 3. TritonCTS built the clock tree. The post-cts gate resize count is 0. The final routed wirelength across all metal layers came out at 23750 um. The count of endpoints failing hold in the final timing report came out at 0. No sink is reached through more buffers than the 2 on the longest clock path. The post-CTS setup buffer count came out at 0. The depth of the most critical reg-to-reg path is 4.
-- cells by family after synthesis --
family | share of synthesized area, %
adder cells (fa/ha/maj) | 0.4064
multiplexers | 0.5081
AND-OR/OR-AND | 35.57
buffers and inverters | 7.073
XOR/XNOR | 1.992
flip-flops | 27.66
AND/OR/NAND/NOR | 26.73
other | 0.06092
-- worst max-delay path: stages --
cell,delay (ns)
clkdlybuf4s50_1,0.96
ha_1,0.31
nand3_1,0.23
nor4_4,0.49
nand2_1,0.22
nor4_1,0.40
xnor2_1,0.11
o21ai_1,0.14
clkdlybuf4s50_1,0.47
-- metal layers --
metal  up-vias  GRT usage, %  share of wire (%)
li1       3438             -                  -
met1      3533         53.54                 39
met2       637         59.26                 44
met3       114         8.952                 12
met4         0         17.19                5.3
met5         -             0                  0
-- area by class of cell --
class / count / area [um^2] / share of cell area [%]
multi-input combinational: 712 / 4025 / 50.14
timing repair buffer: 185 / 1792 / 22.32
sequential: 68 / 1704 / 21.23
clock buffer: 11 / 242.7 / 3.024
tap: 147 / 183.9 / 2.291
inverter: 14 / 52.55 / 0.6546
clock inverter: 5 / 27.53 / 0.3429
-- power groups by stage --
| stage | Combinational (mW) | Clock, mW | Sequential (mW) |
|---|---|---|---|
| CTS | 0.167 | 0.292 | 0.278 |
| global route | 0.181 | 0.304 | 0.278 |
| finish | 0.170 | 0.290 | 0.278 |
-- cell usage in the layout, fill, tap and decap left out, types with 8 or more instances in the layout --
cell type,n
nand2_1,215
a221oi_1,14
nor2_1,55
inv_1,13
o21ai_0,82
a31oi_1,28
nand4_1,10
buf_4,22
a22o_1,11
a21o_1,16
o22ai_1,8
dfrtp_1,66
a22oi_1,28
clkdlybuf4s50_1,162
nand3_1,23
a221o_1,8
a21oi_1,57
xnor2_1,10
clkbuf_16,9
nor3_1,21
-- registers in the layout (all words and copies together), names as in the netlist --
register and count:
saved_pc 32, saved_half 16, current_state 3, raw_inst_saved 16
v_inst 1
-- worst min path at each step --
stage / from / end / slack [ns] / cells past startpoint
after global routing: saved_pc[13] / saved_pc[13] / 0.49 / 2
final: saved_pc[17] / saved_pc[17] / 0.48 / 2
after CTS: saved_pc[10] / saved_pc[10] / 0.48 / 2
Power figures rest on the tool's default switching activity, not on a simulated workload.
